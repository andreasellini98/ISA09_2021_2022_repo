`design/flow/config.mk`:
```
export PLATFORM = sky130hd
export DESIGN_NAME = adder
export DESIGN_NICKNAME = adder
export VERILOG_FILES = /design/flow/design.v
export SDC_FILE = /design/flow/constraint.sdc
export NUM_CORES = 4
export LEC_CHECK = 1
export CORE_UTILIZATION = 30
export SYNTH_HDL_FRONTEND = slang
```
`design/flow/constraint.sdc`:
```
current_design adder

set clk_period 27.6
set clk_io_pct 0.2

create_clock -name clk0 -period $clk_period

set non_clock_inputs [all_inputs -no_clocks]
set_input_delay [expr $clk_period * $clk_io_pct] -clock clk0 $non_clock_inputs
set_output_delay [expr $clk_period * $clk_io_pct] -clock clk0 [all_outputs]
```
`design/flow/design.v`:
```
interface dut_if(input clk, rst);
    logic [31:0] A, B;
    logic [63:0] data;
    logic valid, ready;
    modport port_in (input clk, rst, A, B, valid, output ready);
    modport port_out (input clk, rst, output valid, data, ready);
endinterface
module adder(   input logic [63:0] A, B, 
                output logic [63:0] OUT );
    assign OUT = A + B;
endmodule: adder
```
`design/flow/run.sh`:
```
#!/bin/bash
# OpenROAD 26Q1-2900-gdf79404cd8, Yosys 0.63+post, stock flow scripts
make -C /OpenROAD-flow-scripts/flow DESIGN_CONFIG=/design/flow/config.mk WORK_HOME=/design/flow/orfs finish
```
==> impl_metrics.py <==
# Synthesis and PnR figures
metrics = {
    "floorplan": {
        "core-area_um2": 12210,
        "die_y_um": 114.8,
        "chipArea_um2": 13180,
        "die_w_um": 114.8,
        "row_count": 40,
        "pin_count": 192,
        "core_util_floorplan_pct": 31.25,
    },
    "worst_setup_path": {
        "cp_slowest_stage_delay_ns": 0.48,
        "path_cells": "clkdlybuf4s50_1, ha_1, fa_1, a21oi_2, nor2_1, nor4_4, nor2_1, a21oi_4, a21oi_1, o32ai_1, o21ai_1, xor2_1, clkdlybuf4s50_1",
        "startpoint_type": "input port",
        "cp-end-kind": "output pin",
        "worst_ep_arrival_time_ns": 8.92,
        "cp.required_ns": 22.08,
        "cp_slowest_cell": "clkdlybuf4s50_1",
        "worst-setup-path-type": "input port to output pin",
        "path_max_fanout": 5,
    },
    "synth": {
        "synth_cell_types": 65,
        "synth_area_um2": 3816,
        "yosys_area_um2": 3816,
        "synth_cells": 555,
        "yosysCellCount": 555,
        "yosysWarnings": 0,
        "syn_avg_cell_area_um2": 6.876,
        "synth_seq_share_pct": 0,
    },
    "routing": {
        "routedWlPerCell_um": 14.98,
        "ant_nets": 0,
        "antenna_cells_inserted": 0,
        "post-route-drc-count": 0,
        "vias": 4684,
        "avgViaCountPerCell": 5.239,
        "drt_iter0_drc": 262,
        "drtPass1Iterations": 4,
        "wl_um": 13400,
    },
    "timing": {
        "finalHoldViolCount": 0,
        "finalSetupViolCount": 0,
        "worstMarginPinSlew_ns": 0.5809,
        "fmax_mhz": 69.25,
        "layout_min_cycle_time_ns": 14.44,
        "fin_crit_sh_pct": 52.32,
        "finalSetupTns_ns": 0,
        "rsz0062_at_grt": "false",
        "report.final.slew_viol_count": 0,
        "slew_headroom_pct": 60.86,
    },
    "final_layout": {
        "flops": 0,
        "n_clock_buffer": 0,
        "seq_area_um2": 0,
        "areaGrowthSynthToFinish_pct": 53.05,
        "logic_area_um2": 3656,
        "final_cell_mix": "clkdlybuf4s50_1 (192), a21oi_1 (75), ha_1 (63)",
        "layout-drive-gt1-share_pct": 3.306,
        "final_util_pct": 47.83,
        "num-fill-cells": 1249,
        "layout_top_cell": "clkdlybuf4s50_1",
    },
    "job": {
        "warnings": 32,
        "cap_viol_max_count": 0,
    },
    "power_and_ir_drop": {
        "vdd_drop_max_mv": 0.01067,
        "p_leak_nw": 2.423,
        "powerDensity_nw_per_um2": 26.14,
    },
    "grt": {
        "overflow": 0,
        "grt_usage_pct": 19.98,
        "grt_pass1_wl_um": 21180,
        "grt_max_degree": 12,
        "antenna_found_initial": 0,
        "grt_pass1_vias": 4358,
    },
    "cts": {
        "cts_hold_buf": 0,
        "post_cts_buffers": 0,
        "cts-resized-gates": 0,
    },
    "hold_path": {
        "hp-class": "input port to output pin",
        "whs_path_depth": 3,
    },
    "outcome": {
        "status": "completed",
    },
    "placed_design": {
        "portBuffers": 192,
        "gp_congestion": 0.9532,
        "hpwl_um": 11890,
    },
}
-- power breakdown --
| group | switching [W] | internal [W] |
|---|---|---|
| Combinational | 0.0000648 | 0.0000879 |
| Sequential | 0 | 0 |
| Clock | 0 | 0 |
-- final timing paths --
check  endpoint  start
max     OUT[44]   A[0]
min      OUT[0]   B[0]
-- logic make-up after synthesis --
logic type               synth area share [%]
adder cells (fa/ha/maj)                 21.18
XOR/XNOR                                13.77
AND/OR/NAND/NOR                         23.61
AND-OR/OR-AND                           37.25
buffers and inverters                   4.196
-- stage by stage --
| step | hold WS, ns | setup WS, ns | power (W) | instance area, um2 | instances |
|---|---|---|---|---|---|
| floorplan | 11.11 | 14.40 | 0.00007480 | 3816 | 555 |
| global placement | 12.07 | 13.20 | 0.0001534 | 5841 | 894 |
| detailed placement | 12.06 | 13.13 | 0.0001526 | 5841 | 894 |
| CTS | 12.06 | 13.12 | 0.0001537 | 5841 | 894 |
| global route | 12.09 | 12.90 | 0.0001672 | 5841 | 894 |
| finish | 12.06 | 13.16 | 0.0001527 | 5841 | 894 |
-- Yosys cell counts, types with 2 or more instances --
cell / instances / area share (%)
a31oi_1: 6 / 0.98
buf_4: 3 / 0.59
buf_2: 13 / 1.7
or2_1: 2 / 0.33
nand3b_1: 4 / 0.79
nor3_1: 9 / 1.2
nand2_1: 52 / 5.1
a21boi_0: 2 / 0.39
inv_1: 14 / 1.4
and3_1: 6 / 0.98
nand4_1: 17 / 2.8
o311ai_1: 2 / 0.46
ha_1: 63 / 21
xnor2_1: 37 / 8.5
o21bai_1: 13 / 2.6
or3_1: 3 / 0.49
nand3_1: 18 / 2.4
clkbuf_1: 4 / 0.39
a21oi_1: 75 / 9.8
o211ai_1: 4 / 0.79
a21oi_2: 4 / 0.92
a21o_1: 35 / 6.9
o21ai_0: 23 / 3.0
o21ai_1: 15 / 2.0
a211oi_1: 3 / 0.59
and2_1: 3 / 0.49
xor2_1: 23 / 5.3
nand2_2: 2 / 0.33
nor2_2: 2 / 0.33
nor4_1: 2 / 0.33
o31a_1: 2 / 0.46
nor2_1: 39 / 3.8
o21ai_2: 4 / 0.92
a21boi_2: 2 / 0.59
nor2b_1: 6 / 0.98
nand2b_1: 5 / 0.82
o21a_1: 7 / 1.4
a41oi_1: 3 / 0.69
and4_1: 2 / 0.46
-- worst max-delay path, delay by kind of cell --
family	cells	cell delay [ns]
and+or+nand+nor	3	0.57
adders and majority gates	2	0.66
xor gates and xnor gates	1	0.15
AOI/OAI and AO/OA	5	1.14
buffers and inverters	2	0.88
-- routing by layer --
metal	global-route usage (%)	up-vias	wire length, um	part of all wire [%]
met3	1.609	0	698	5.2
met5	0	-	0	0
li1	-	2414	-	-
met1	30.28	2143	6647	50
met2	32.93	127	6049	45
met4	0	0	0	0
-- cell type report --
type	instances	area share, %
Multi-Input combinational cell	520	62.60
Timing Repair Buffer	192	32.90
Tap cell	168	3.599
Inverter	14	0.8997
No activity file was given, so power comes from the tool's default toggle rates.
